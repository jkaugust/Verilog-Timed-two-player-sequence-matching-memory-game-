$ cat config.mk
export PLATFORM = sky130hd
export DESIGN_NAME = Topmodule_Duplicate
export DESIGN_NICKNAME = Topmodule_Duplicate
export VERILOG_FILES = /design/flow/design.v
export SDC_FILE = /design/flow/constraint.sdc
export NUM_CORES = 4
export LEC_CHECK = 1
export CORE_UTILIZATION = 50
$ cat constraint.sdc
current_design Topmodule_Duplicate

set clk_period 3.5
set clk_io_pct 0.2

create_clock -name clk0 -period $clk_period [get_ports {Clk}]

set non_clock_inputs [all_inputs -no_clocks]
set_input_delay [expr $clk_period * $clk_io_pct] -clock clk0 $non_clock_inputs
set_output_delay [expr $clk_period * $clk_io_pct] -clock clk0 [all_outputs]
$ cat design.v
module AccessControl(P,V,Allow,Clk,Rst);
 input P,V,Clk,Rst;
 output Allow;
 reg Allow;
 reg Flag;
 reg [2:0]State;
 parameter INIT=0,B1=1,B2=2,B3=3,B4=4,B5=5,VALID=6;
always@(posedge Clk)
 begin
  if(Rst==1)
  begin
   case(State)
    INIT:
     begin
    Allow<=1'b0;
     if(V==1)     
      begin
       Flag<=0;
       if(P!=1)
        begin
         Flag<=1'b1;
        end
       State<=B1;
      end
     else
      begin
       State<=INIT;
      end  
    end
   B1:
    begin
      if(V==1)
       begin
        if(P!=1)
         begin
         Flag<=1'b1;
         end
        State<=B2;
       end
       else
     begin
     State<=B1;
     end
    end
  B2:
   begin
    if(V==1)
     begin
      if(P!=1)
       begin
        Flag<=1'b1;
       end
       State<=B3;
      end
      else
       begin
       State<=B2;
       end
    end
  B3:
   begin
     if(V==1)
      begin
      if(P!=1)
       begin
        Flag<=1'b1;
       end
      State<=B4;
     end
    else
    begin
     State<=B3;
     end
    end
  B4:
   begin
     if(V==1)
      begin
      if(P!=1)
        begin
         Flag<=1'b1;
        end
      State<=B5;
      end
      else
       begin
        State<=B4;
       end
   end   
   B5:
    begin
     if(V==1)
      begin
       if(P!=1)
        begin
        Flag<=1'b1;
        end
       State<=VALID;
      end 
      else
       begin
        State<=B5;
       end
    end
   VALID:
    begin
     if(Flag==0)
      begin
       Allow<=1'b1;
      end
     else
      begin
       Allow<=1'b0; 
      end
      State<=VALID;
    end
   endcase
 end
 else
  if(Rst==0)
   begin
   State<=INIT;
   end
   else
  begin
   Allow<=1'b0;
   Flag<=1'b0;
   end
end
endmodule
module Adder(P1,P2,Allow,S);
 input [3:0]P1,P2;
 input Allow;
 output [3:0]S;
 reg [3:0]S;
always@(P1,P2,Allow)
  begin
   if (Allow==1)
    begin
     S=P1+P2;
    end
   else
    begin
     S=4'b0;
    end
   end
endmodule
module ButtonShaper(Bin,Bout,Clk,Rst);
  input Bin;
  input Clk,Rst;
  output Bout;
   reg Bout;
  reg [1:0]State;
  parameter INIT=0,WAIT=1;
  always @(posedge Clk)
   begin
   if (Rst==1)
    begin
    case(State)
     INIT:
       begin
	  Bout<=1'b0;
        if(Bin==0)
         begin
          Bout<=1'b1;
         State<=WAIT;
         end
        else
          begin
           State<=INIT;
         end
       end
    WAIT:
      begin
         Bout<=1'b0;
        if(Bin==1)
         begin
           State<=INIT;
          end
         else
         begin
          State<=WAIT;
         end
      end
   default:
      begin
     Bout<=1'b0; 
        begin
        State<=INIT;
        end
      end
   endcase
   end
 else
  begin
   if(Rst==0)
    begin
    Bout<=1'b0;
    State<=INIT;
    end
   end
  end
endmodule
module Checker(A,B,Start,W,Clk,Rst);
input [3:0] A,B;
input Clk,Rst,Start;
output [3:0] W;
reg [3:0] W;
reg [2:0]State;
parameter INIT=0,WINNER=1,AWINS=2,BWINS=3,DRAW=4,WAIT=5;
always@(posedge Clk)
 begin
 if (Rst==1)
  begin
  case(State)
 INIT:
  begin
    if(Start==1)
     begin
      State<=WINNER;
     end
     else
      begin
       State<=INIT;
      end
  end
 WINNER:
  begin  
   if (A==4'b 1111&&B!=4'b1111)
     begin
      State<=AWINS;
      end
   if (B==4'b 1111&&A!=4'b1111)
     begin
       State<=BWINS;
      end
   if (A==4'b 1111&&B==4'b1111)
     begin
       State<=DRAW;
     end
  end
 AWINS:
  begin
   W<=4'b1010;
   State<=WAIT;
  end
 BWINS:
  begin
   W<=4'b1000;
   State<=WAIT;
  end
 DRAW:
  begin
   W<=4'b1101;
   State<=WAIT;
  end
 WAIT:
  begin
   if(Start==0)
    begin
     State<=INIT;
    end
   else
    begin
     State<=WAIT;
     end
   end
  default:begin
    State<=INIT;
    end
  endcase
 end
 else
  if (Rst==0)
    begin
     W<= 4'b 0000;
    end
 end
endmodule
module CounterA(In,Out,Clk,Rst);
input [3:0]In;
input Clk,Rst;
output [3:0]Out;
reg [3:0]Out;
always @(posedge Clk)
 begin
  if (Rst==0)
   begin
    Out<=4'b0000;
    end
   else
    begin
     if (In==4'b1010)
      begin
       Out<=Out+4'b0001;
      end 
     end
   end
endmodule
module CounterB(In,Out,Clk,Rst);
input [3:0]In;
input Clk,Rst;
output [3:0]Out;
reg [3:0]Out;
always @(posedge Clk)
 begin
  if (Rst==0)
   begin
    Out<=4'b0000;
    end
   else
    begin
     if (In==4'b1000)
      begin
       Out<=Out+4'b0001;
      end 
     end
   end
endmodule
module Gamewinner(Stop,CounterA_out,CounterB_out,WinA,WinB,Winner,Clk,Rst);
input [3:0]CounterA_out,CounterB_out;
input Rst,Clk,Stop;
output WinA,WinB;
output [3:0]Winner;
reg WinA,WinB;
reg [3:0] Winner;
reg [1:0]State;
parameter TIMMER=1,COUNTER=2;
always@(posedge Clk)
 begin
 if (Rst==0)
  begin
   WinA<=0;
   WinB<=0;
   Winner<=4'b0000;
  end
 else
  begin 
  case(State)
    TIMMER:begin
     if (Stop==1)
      begin
       if (CounterA_out>CounterB_out)
        begin
         WinA<=1;
         Winner<=4'b1010;
         end
        else
          begin
           if (CounterA_out<CounterB_out)
            begin
             WinB<=1;
             Winner<=4'b1000;
            end
             else
   	      begin
               WinA<=1;
               WinB<=1;
               Winner<=4'b1101;
	      end
             end
          end
       end
     COUNTER:begin	 
      if (Stop==0)
       begin
        if (CounterA_out==4'b1111)
         begin
          WinA<=1;
          Winner<=4'b1010;
         end
        end
          else
           begin
            if (CounterB_out==4'b1111)
             begin
              WinA<=1;
              Winner<=4'b1010;
             end
          end
         end
        default:begin
         WinA<=0;
         WinB<=0;
         Winner<=4'b0000;
         end
     endcase
   end
 end 
endmodule 
module LFSReg(Clk,Rst,Q);
  input Clk,Rst;
  output [15:0] Q;
  reg [15:0] LFSR;
  wire feedback = LFSR[15];
  always @(posedge Clk)
  begin
    if(Rst==0)
     begin
    LFSR = 16'b 1111111111111111;
     end
    else
     begin
    LFSR[0] <= feedback;
    LFSR[1] <= LFSR[0];
    LFSR[2] <= LFSR[1] ^ feedback;
    LFSR[3] <= LFSR[2] ^ feedback;
    LFSR[4] <= LFSR[3];
    LFSR[5] <= LFSR[4] ^ feedback;
    LFSR[6] <= LFSR[5];
    LFSR[7] <= LFSR[6];
    LFSR[8] <= LFSR[7];
    LFSR[9] <= LFSR[8];
    LFSR[10] <= LFSR[9];
    LFSR[11] <= LFSR[10];
    LFSR[12] <= LFSR[11];
    LFSR[13] <= LFSR[12];
    LFSR[14] <= LFSR[13];
    LFSR[15] <= LFSR[14];
     end
  end
  assign Q = LFSR;
endmodule
module LoadReg(Input,Output,Allow,Access,Clk,Rst);
 input[3:0]Input;
 input Allow,Access,Clk,Rst;
 output [3:0]Output;
 reg [3:0]Output;
 reg X;
 always@(posedge Clk)
  begin
   if (Rst==0)
    begin
    Output=4'b0;
    end
  else
   begin
    if (Allow==1)
     begin
     if (Access==1) 
       begin
        Output<=Input;
       end
      end
      else
       begin
        Output=4'b0;
       end
   end
 end
endmodule
module LoadRegister(Input,Output,Allow,Access,Clk,Rst);
 input[3:0]Input;
 input Allow,Access,Clk,Rst;
 output [3:0]Output;
 reg [3:0]Output;
 always@(posedge Clk)
  begin
   if (Rst==0)
    begin
    Output=4'b0;
    end
  else
    if (Access==1&&Allow==1)
     begin
     Output<=Input;
     end
   end
endmodule
module RanNumGen(Allow,Access,Clk,Rst,Output);
input Allow,Access,Clk,Rst;
output [3:0] Output;
wire [15:0]Q;
wire Bout;
LFSReg LFSReg1(Clk,Rst,Q);
LoadRegister LoadRegLFSR({Q[14],Q[12],Q[4],Q[2]},Output,Allow,Bout,Clk,Rst);
ButtonShaper ButtonShaper1(Access,Bout,Clk,Rst);
endmodule
module Sevenseg(Segin,Segout);
 input [3:0]Segin;
 output [6:0]Segout;
 reg [6:0]Segout;
always@(Segin)
 begin
  case(Segin)
    4'b0000:
      begin
       Segout=7'b1000000;
      end
    4'b0001:
      begin
       Segout=7'b1111001;
      end
    4'b0010:
      begin
       Segout=7'b0100100;
      end
    4'b0011:
      begin
       Segout=7'b0110000;
      end
    4'b0100:
      begin
       Segout=7'b0011001;
      end
    4'b0101:
      begin
       Segout=7'b0010010;
      end
    4'b0110:
      begin
       Segout=7'b0000010;
      end
    4'b0111:
      begin
       Segout=7'b1111000;
      end
    4'b1000:
      begin
       Segout=7'b0000000;
      end
    4'b1001:
      begin
       Segout=7'b0010000;
      end
    4'b1010:
      begin
       Segout=7'b0001000;
      end
    4'b1011:
      begin
       Segout=7'b0000011;
      end
    4'b1100:
      begin
       Segout=7'b1000110;
      end
    4'b1101:
      begin
       Segout=7'b0100001;
      end
    4'b1110:
      begin
       Segout=7'b0000110;
      end
    4'b1111:
      begin
       Segout=7'b0001110;
      end
    default:
      begin
       Segout=7'b1111111;
      end
    endcase
  end
endmodule
module Topmodule_Duplicate(Start,Stop,PA,AcsPA,PB,AcsPB,Pas,AcsPas,AcsRNG,Clk,Rst,WinA,WinB,SegoutCA,SegoutCB,SegoutRNG,SegoutWinner,SegoutPA,SegoutPB);
input Start,Stop,AcsRNG,AcsPA,AcsPB,Pas,AcsPas,Clk,Rst;
input [3:0]PA,PB;
output [6:0]SegoutCA,SegoutCB,SegoutRNG,SegoutWinner,SegoutPA,SegoutPB;
output WinA,WinB;
wire [3:0]OutRNG,OutLRA,OutLRB,SumA,SumB,W,CA_out,CB_out,Winner;
wire Allow,AcsPasout;
RanNumGen RanNumGen_1(Allow,AcsRNG,Clk,Rst,OutRNG);
LoadReg LoadReg_A(PA,OutLRA,Allow,AcsPA,Clk,Rst);
LoadReg LoadReg_B(PB,OutLRB,Allow,AcsPB,Clk,Rst);
Adder Adder_A(OutLRA,OutRNG,Allow,SumA);
Adder Adder_B(OutLRB,OutRNG,Allow,SumB);
Checker Checker_1(SumA,SumB,Start,W,Clk,Rst);
ButtonShaper AccesssPas(AcsPas,AcsPasout,Clk,Rst);
AccessControl AccessControl_1(Pas,AcsPasout,Allow,Clk,Rst);
CounterA CounterA_1(W,CA_out,Clk,Rst);
CounterB CounterB_1(W,CB_out,Clk,Rst);
Gamewinner Gamewinner_1(Stop,CA_out,CB_out,WinA,WinB,Winner,Clk,Rst);
Sevenseg Sevense_A(SumA,SegoutPA);
Sevenseg Sevense_B(SumB,SegoutPB);
Sevenseg Sevense_CA(CA_out,SegoutCA);
Sevenseg Sevense_CB(CB_out,SegoutCB);
Sevenseg Sevense_RNG(OutRNG,SegoutRNG);
Sevenseg Sevense_Winner(Winner,SegoutWinner);
endmodule
$ cat run.sh
#!/bin/bash
# OpenROAD 26Q1-2900-gdf79404cd8, Yosys 0.63+post, stock flow scripts
make -C /OpenROAD-flow-scripts/flow DESIGN_CONFIG=/design/flow/config.mk WORK_HOME=/design/flow/orfs finish
==> results.cfg <==
; flow metrics
[run_status]
outcome = finished, final reports clean

[clocking]
clock_tree_from_tritoncts = done
cts.reportedPaths.clkPinSlew_ns = 0.08
clock_latency_ns = 0.34
clock_tree.buffer_depth = 2
number_of_buffers_created_by_cts = 9
cts_hold_buffers = 0
cts.sink_count = 78
cts_root_buf = clkbuf_8
cts_htree_levels = 3

[sta]
achievable-frequency_mhz = 295
final.min_clock_period_ns = 3.40
slew_headroom_pct = 48.4
finalClockSkew_ns = 0.0105
timing.final.crit_share_pct = 97.0
report.final.setup_viol = 0
finalHoldViolCount = 0
final_max_slew_viol_count = 0
worst_pin_slew_ns = 0.769

[hold_path]
whs_path_depth = 1
hold_end = RanNumGen_1.LFSReg1.LFSR[11]$_SDFF_PN1_
worstHoldStart = RanNumGen_1.LFSReg1.LFSR[10]$_SDFF_PN1_
hp-class = reg -> reg

[die]
floorplan.die.height_um = 91.7
core_util_floorplan_pct = 51.8
rows = 32
die_w_um = 91.7
total_i_o_pin_count = 61
die-area_um2 = 8410
core_um2 = 7770

[worst_setup_path]
cp_cell_sequence = ha_2, fa_1, and2_4, ha_1, nand2_1, and3_2, a31oi_1, clkdlybuf4s50_1
critical_path_peak_fanout = 5
critical-path-slowest-cell = fa_1
criticalPathCategory = reg -> out
setup.reg_to_reg.worst_slack_ns = 0.96
crit_path_end_kind = output port
worstRegToRegCells = 10
path_delay_family = adder cells
worst-endpoint-required_ns = 2.80
cpPeakStageDelay_ns = 0.47
regToRegStartpoint = RanNumGen_1.LoadRegLFSR.Output[0]$_SDFFE_PN0P_
arrival_time_at_the_worst_endpoint_ns = 2.70
endpoint_of_the_worst_slack_reg_to_reg_timing_path = Checker_1.State[3]$_DFF_P_
timing.critical_path.buf_inv = 1
cp-start-kind = flop

[global_route]
antenna_violations_before_repair = 0
gr-usage-all-layers_pct = 17.1
pin_count_of_the_biggest_net_entering_global_routing = 41
first_global_vias = 2656
overflow = 0
first_pass_grt_wire_length_mm = 11.6

[power_and_ir_drop]
ir_worst_vdd_v = 0.000232
intPower_mw = 1.37
p_switching_uw = 391
p_leak_nw = 2.24
finalPower_mw = 1.76
power.share.combinational_pct = 8.0
power_frac_seq_pct = 52.8
clock_power_share_pct = 39.2
netSwitchingFraction_pct = 22.2
total_power_divided_by_cell_area_nw_per_um2 = 363

[logic_synthesis]
yosys.area.top_type = dfxtp_1
ys_dominant_reg_cell = dfxtp_1
ys_cells = 437
post-synth-top-area-fraction_pct = 37.8
ys_area_um2 = 4020
post-synth-top-count-cell = dfxtp_1
syn_area_per_cell_um2 = 9.21
synth_cell_type_count = 53
synth.top_cells.by_area = dfxtp_1 (38%), ha_1 (13%), mux2i_1 (7.2%)
syn-cell-area_um2 = 4020
synth.top_cells.by_count = dfxtp_1 (76), ha_1 (43), nor2_1 (40)
ys_warn_count = 13
synth.yosys.seq_area_share_pct = 39.3
netlist_instances = 437
proportion_of_register_bits_with_asynchronous_set_or_reset_after_synthesis_pct = 0
ys_ff = 78
number_of_flops_mapped_to_enable_cells_by_yosys = 2

[job]
max-cap-violations = 0
tool_warnings = 56

[route]
post_drt_via_cell_ratio = 4.94
vias = 2926
drt_iter0_drc = 80
wl_mm = 6.67
final_antenna_net_count = 0
route.detailed.wl_per_inst_um = 11.3
num_antenna_cells = 0
remaining_drc_errors = 0
drt_pass1_iterations = 4

[placement]
port-buffer-count = 50
place_congestion = 0.823
place_hpwl_mm = 4.70

[cells_and_area]
finalCoreUtilization_pct = 62.4
post_route_cells_drive_above_1_share_pct = 10.2
syn2layout_area_growth_pct = 20.5
==> power groups by stage <==
stage / registers, mW / logic (mW) / clock network [mW]
after CTS: 0.929 / 0.138 / 0.713
after global routing: 0.931 / 0.159 / 0.751
final: 0.928 / 0.141 / 0.690
==> logic make-up (layout without fill, tap and decap cells) <==
family | Yosys count | count (layout) | share of synthesized area (%)
compound gates | 73 | 73 | 12.0
mux | 31 | 31 | 7.77
fa+ha+maj | 45 | 45 | 14.4
xor+xnor | 15 | 15 | 3.27
other cells | 2 | 9 | 0.187
flops | 78 | 78 | 39.3
buf+inv | 61 | 107 | 7.24
simple gates | 132 | 132 | 15.9
==> layout by cell type (no fill, tap or decap), drive strengths merged, types with 2 or more instances in the layout <==
cell type	count
a211oi	4
a21boi	4
a21oi	13
a221oi	2
a22o	4
a31oi	3
a32o	2
and2	4
and3	5
and3b	2
buf	5
clkbuf	12
clkdlybuf4s50	50
clkinv	3
conb	9
dfxtp	76
edfxtp	2
fa	2
ha	43
inv	36
mux2	2
mux2i	29
nand2	37
nand2b	20
nand3	10
nand4	2
nor2	42
nor3	3
o21ai	22
o22ai	9
o2bb2ai	4
o31ai	2
xnor2	6
xor2	9
==> layer usage <==
layer	GRT usage, %	vias to the layer above	part of all wire (%)
li1	-	1548	-
met5	0	-	0
met2	28.8	38	46
met1	24.6	1331	49
met3	3.04	9	3.1
met4	1.95	0	1.4
==> per-stage QoR <==
| stage | setup WS [ns] | cell area (µm²) | hold slack [ns] | setup TNS (ns) | std cells |
|---|---|---|---|---|---|
| global route | -0.00252 | 4850 | 0.425 | -0.00252 | 592 |
| floorplan | 0.829 | 4050 | 0.386 | 0 | 444 |
| global placement | 0.259 | 4560 | 0.391 | 0 | 575 |
| CTS | 0.00534 | 4770 | 0.414 | 0 | 591 |
| detailed placement | 0.255 | 4560 | 0.396 | 0 | 575 |
| finish | 0.104 | 4850 | 0.408 | 0 | 592 |
==> how the worst max path moves through the flow <==
stage                                         startpoint  slack, ns  cells past startpoint          end
4_1_cts   RanNumGen_1.LoadRegLFSR.Output[0]$_SDFFE_PN0P_      0.005                      9  SegoutPA[3]
5_1_grt   RanNumGen_1.LoadRegLFSR.Output[0]$_SDFFE_PN0P_     -0.003                      9  SegoutPB[0]
6_report  RanNumGen_1.LoadRegLFSR.Output[0]$_SDFFE_PN0P_       0.10                      8  SegoutPA[3]
==> registers in the layout (all words and copies together), names as in the netlist, 2 cells and up <==
signal                          flops
SegoutCB                            7
CounterB_1.Out                      4
SegoutCA                            7
Checker_1.State                     6
Checker_1.W                         2
CounterA_1.Out                      4
LoadReg_A.Output                    4
RanNumGen_1.LFSReg1.LFSR           16
LoadReg_B.Output                    4
SegoutRNG                           7
AccessControl_1.State               7
RanNumGen_1.LoadRegLFSR.Output      4
==> final cells by class <==
cell class              count  area, µm²
clock buffers              12        156
fillers                   705       2920
inverters                  36        145
flip-flops and latches     78       1590
clock inverters             4       50.0
repair buffers             55        538
multi-input cells         305       2250
well taps                 102        128
==> repair_timing <==
item                                    in CTS  in global routing
gates resized                                7                 15
pin swaps                                    0                  2
endpoints found under the setup margin       5                  8
setup buffers                                0                  1
cloned                                       0                  0
Power is estimated from default activity; no workload was simulated.
