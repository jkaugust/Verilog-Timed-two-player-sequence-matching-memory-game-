==> flow/config.mk <==
export PLATFORM = sky130hd
export DESIGN_NAME = Simple_Counter
export DESIGN_NICKNAME = Simple_Counter
export VERILOG_FILES = /design/flow/design.v
export SDC_FILE = /design/flow/constraint.sdc
export NUM_CORES = 4
export LEC_CHECK = 1
export CORE_AREA = 10 10 70 70
export DIE_AREA = 0 0 80 80
==> flow/constraint.sdc <==
current_design Simple_Counter

set clk_period 1.4
set clk_io_pct 0.2

create_clock -name clk0 -period $clk_period [get_ports {Clk}]

set non_clock_inputs [all_inputs -no_clocks]
set_input_delay [expr $clk_period * $clk_io_pct] -clock clk0 $non_clock_inputs
set_output_delay [expr $clk_period * $clk_io_pct] -clock clk0 [all_outputs]
==> flow/design.v <==
module Simple_Counter (Cnt_in,Cnt_out,Clk,Rst);
input Cnt_in,Clk,Rst;
output [3:0] Cnt_out;
reg [3:0] Cnt_out;
always@(posedge Clk)
 begin
  if (Rst==0)
   begin
    Cnt_out<=4'b0000;
   end
  else
   begin
    if (Cnt_in==1)
     begin
      Cnt_out<=Cnt_out+1;
     end
    end
 end
endmodule
==> flow/run.sh <==
#!/bin/bash
# OpenROAD 26Q1-2900-gdf79404cd8, Yosys 0.63+post, stock flow scripts
make -C /OpenROAD-flow-scripts/flow DESIGN_CONFIG=/design/flow/config.mk WORK_HOME=/design/flow/orfs finish
==> CHANGELOG.md <==
### Metrics

* Count of tool warnings at 25
* Detailed Route WL at 480 µm
* Period utilization at 96.61%
* Filler cells at 405
* Syn avg cell area at 11.03 µm²
* Final hold viol count at 0
* Die height at 80 µm
* Pwr Total at 0.3069 mW
* Setup slack, reg-to-reg at 390 ps
* Wire length of the first global-routing pass at 779 µm
* Max-slew violations at 0
* Bufs and invs on worst path at 1
* CP peak stage delay at approximately 500 ps
* Clock sink count at 4
* Hold Path Class: reg2reg
* Vias in the first global route at 162
* Core Area at 0.003416 mm²
* Peak Freq at 739.3 MHz
* Initial antenna violation count at 0
* Fin crit period at 1353 ps
* H-tree depth at 1
* Hold_sp: Cnt_out[3]
* Gr usage total at 1.645%
* Routability Congestion at 0.6738
* # DRC at 0
* Setup crit start kind: register
* Vias at around 150
* Worst rel slew slack at 85.05%
* Crit-path max FO at 4
* R2R depth at 3
* Max reg flops at 4
* Final ANT Viol Nets at 0
* Ports at 7
* Post-synth regs at 4
* Core Rows at 21
* WHS Path Cells at 2
* Final Util at a little under a tenth
* Cell Type Count at 12
* GRT busiest layer: met1
* Post-CTS setup buffers at 0
* Yosys cell count at 16
* Critical path cell sequence: clkdlybuf4s50_1
* M2 GR Usage at 1.204%
* Top reg by flops: Cnt_out
* Clk_skew at between 1.5 and 2 ps
* Ys Warns at 1
* Die Size at 0.006400 mm²
* Slew @ Worst Pin at 223.5 ps
* Fp_density at 5.165%
* DRT iter0 DRCs at 3
* CP Capture Type: output port
* Sequential element share of the synthesized area at 45.39%
* R2R Path End: Cnt_out[2]
* Dpl ws at 70.45 ps
* Yosys stat chip area at 176.4 µm²
* Total gr overflow at 0
* Run status: finished, final reports clean
* Worst setup margin at 47.40 ps
* Die x size at 80 µm
* DR pass1 iterations at 2
* Detail Placement HPWL at 378.9 µm
* Worst EP required at 1120 ps
* PwrDens at between 900 and 1000 mW/mm²
* CP max stage cell: clkdlybuf4s50_1
* CTS tree: built
* Biggest regs: Cnt_out: 4 flops
* Max rail drop VDD at 0.0006243 V
* Synth Cell Area at 176.4 µm²
* Clk slew on worst S/H paths at 40 ps
* CTS Buf Count at 3
* Drt via density at about 2.2
* Diodes inserted at 0
* WHS Endpoint: Cnt_out[3]
* Worst skew pair latency at 230 ps
* IO Port Bufs at 6
* Final setup vio count at 0
* Leak at between 0.1 and 0.15 nW
* CP Data Arrival Time at 1070 ps
* Layout cells sized above 1 at about 28%
* Crit Reg-Reg Startpoint: Cnt_out[0]
* Met3 Use GR at under 10%
* Area Growth Syn to Fin at 82.98%
* Critical path class: reg2out
* Root buffer cell: clkbuf_4
* Drt wl/cell at 6.761 µm
* Fin Setup TNS at 0 ps
* CP delay by family, top: buffers and inverters
* Max cap viols at 0
* Worst-case clock buffer depth at 2
* Largest net degree at the start of global routing at 6
* Met1 Resource Use GR at 2.462%
* Unrepaired setup endpoints after global routing: false
* Synthesized instance count at 16
report_power, final:
part | total [mW] | leakage, nW | internal (mW) | switching, mW
combinational | 0.0364 | 0.0732 | 0.0247 | 0.0117
sequential | 0.129 | 0.0341 | 0.122 | 0.00689
clock | 0.142 | 0.0138 | 0.0958 | 0.0458
layout make-up:
class / instances / area (µm²) / area share, %
multi-input combinational: 12 / 96.34 / 29.84
sequential: 4 / 86.33 / 26.74
timing repair buffer: 6 / 60.06 / 18.60
tap: 46 / 57.56 / 17.83
clock buffer: 3 / 22.52 / 6.977
how the worst max path moves through the flow:
stage                       from          to  slack, ps  cells past startpoint
after CTS             Cnt_out[2]  Cnt_out[2]          5                      1
after global routing  Cnt_out[0]  Cnt_out[0]          5                      1
final                 Cnt_out[2]  Cnt_out[2]         50                      1
tightest hold or removal path, cell delays in order (launching register included):
cell	delay, ps
dfxtp_1	310
nand2_1	60
mux2i_1	60
logic make-up after synthesis:
kind of cell	share of synthesized area, %
fa+ha+maj	7.091
xor+xnor	4.965
flops	45.39
compound gates	8.514
mux	11.35
simple gates	22.70
repair_timing:
action	CTS	global route
hold buffers	0	0
endpoints found under the setup margin	1	3
gates resized	1	3
per-stage QoR:
step | hold WS, ps | cells | cell area, µm²
floorplan | 397.5 | 16 | 176.4
global placement | 459.0 | 68 | 294.0
detailed placement | 473.0 | 68 | 294.0
CTS | 487.2 | 71 | 317.8
global route | 521.2 | 71 | 322.8
finish | 481.1 | 71 | 322.8
cell usage in the layout (no fill, tap or decap):
cell	count
clkdlybuf4s50_1	6
or2b_1	1
nor2b_1	1
nand2_1	1
a21boi_0	1
ha_1	1
dfxtp_4	1
xor2_1	1
and3b_2	1
and2_1	1
clkbuf_4	3
dfxtp_1	1
o21a_1	1
nand4_1	1
mux2i_1	2
dfxtp_2	2
cell usage after synthesis:
cell type	instances	area [µm²]
ha_1	1	12.51
o21a_1	1	7.510
a21boi_0	1	7.510
nor2b_1	1	6.260
xor2_1	1	8.760
nand2_1	1	3.750
and2_1	1	6.260
or2b_1	1	7.510
mux2i_1	2	20.02
nand4_1	1	6.260
dfxtp_1	4	80.08
and3b_2	1	10.01
layer usage:
metal  up-vias  wire length (µm)
li1         75                 -
met1        69               292
met2        10               118
met3         0                69
met4         0                 0
met5         -                 0
Power and IR drop assume default switching activity.
