`flow/run.sh`:
```
#!/bin/bash
# OpenROAD 26Q1-2900-gdf79404cd8, Yosys 0.63+post, stock flow scripts
make -C /OpenROAD-flow-scripts/flow DESIGN_CONFIG=/design/flow/config.mk WORK_HOME=/design/flow/orfs finish
```
`flow/config.mk`:
```
export PLATFORM = sky130hd
export DESIGN_NAME = CH_LFSR
export DESIGN_NICKNAME = CH_LFSR
export VERILOG_FILES = /design/flow/design.v
export SDC_FILE = /design/flow/constraint.sdc
export NUM_CORES = 4
export LEC_CHECK = 1
export CORE_AREA = 10 10 70 70
export DIE_AREA = 0 0 80 80
```
`flow/constraint.sdc`:
```
current_design CH_LFSR

set clk_period 1.2
set clk_io_pct 0.2

create_clock -name clk0 -period $clk_period [get_ports {clock}]

set non_clock_inputs [all_inputs -no_clocks]
set_input_delay [expr $clk_period * $clk_io_pct] -clock clk0 $non_clock_inputs
set_output_delay [expr $clk_period * $clk_io_pct] -clock clk0 [all_outputs]
```
`flow/design.v`:
```
module CH_LFSR(clock, q);
  input clock;
  output [15:0] q;
  reg [15:0] LFSR;
  wire feedback = LFSR[15];
  always @(posedge clock)
  begin
    LFSR[0] <= feedback;
    LFSR[1] <= LFSR[0];
    LFSR[2] <= LFSR[1] ^ feedback;
    LFSR[3] <= LFSR[2] ^ feedback;
    LFSR[4] <= LFSR[3];
    LFSR[5] <= LFSR[4] ^ feedback;
    LFSR[6] <= LFSR[5];
    LFSR[7] <= LFSR[6];
    LFSR[8] <= LFSR[7];
    LFSR[9] <= LFSR[8];
    LFSR[10] <= LFSR[9];
    LFSR[11] <= LFSR[10];
    LFSR[12] <= LFSR[11];
    LFSR[13] <= LFSR[12];
    LFSR[14] <= LFSR[13];
    LFSR[15] <= LFSR[14];
  end
  assign q = LFSR;
endmodule
```
==> flow_summary_export.csv <==
group,metric,value,unit
run_status,outcome,"finished, final reports clean",
grt,grt_pass1_vias,222,
die,die_h,80,microns
finish,layout-drive-gt1-share,55.8,%
timing,finClkSkew,4.00,ps
yosys,yosysSeqAreaShare,90.5,%
timing,fmax,935,MHz
timing,slew_headroom,91.6,%
place,pre_cts_ws,155,ps
route,n_antenna_cell,0,
worst_setup_path,cp-start-kind,"flop",
worst_setup_path,critPathArrivalTime,830,ps
yosys,syn_area_per_cell,17.7,sq um
clock_tree,worstSkewPairLatency,270,ps
power,power_density,1260,nW/um^2
yosys,netlist_instances,20,
grt,grt_max_degree,9,
route,routed_wl,717,microns
grt,gr-total-overflow,0,
job,drv_cap,0,
timing,fin_ws,131,ps
worst_setup_path,cp_cell_sequence,"dlygate4sd2_1",
power,ir_worst_vdd,0.381,mV
finish,synthToLayoutAreaGrowth,76.3,%
timing,hold_violations,0,
worst_setup_path,max_stage_delay,330,ps
job,openroad.warnings,25,
clock_tree,tritoncts,"yes",
yosys,synth.area.top_cells,"dfxtp_1, xor2_1, buf_4",
route,postRouteAntennaNets,0,
route,drt-wirelength-per-cell,8.06,microns
timing,slew_viol_final,0,
yosys,post-synth-top-area-fraction,90.5,%
finish,seqCellArea,340,sq um
clock_tree,clk_pin_slew,80,ps
yosys,synth_top_cell_by_area,"dfxtp_1",
finish,combGateArea,26.3,sq um
die,core,3420,sq um
yosys,ys_warn_count,1,
route,firstDrtPassIters,1,
worst_setup_path,critPathKind,"reg -> out",
route,vias_per_cell,2.46,
timing,tns,0,ps
yosys,syn_area,354,sq um
timing,fin_crit_sh,89.1,%
worst_setup_path,cp.buffers_inverters,1,
worst_setup_path,cp_top_family,"flip-flops",
route,vias,219,
finish,fillCellCount,381,
clock_tree,cts_buffer_depth,2,
yosys,synth_cell_types,3,
die,fp_util,10.4,%
clock_tree,h-tree-depth,1,
route,drt_iter0_drc,0,
timing,max_slew.worst_pin.slew,126,ps
timing,setup_viol,0,
yosys,ys_area,354,sq um
die,pin_count,17,
worst_setup_path,endpoint_kind,"output port",
grt,grt_usage,2.19,%
worst_setup_path,cp_slowest_cell,"dfxtp_2",
worst_setup_path,crit_required,960,ps
die,rows,21,
route,drcViolationCount,0,
finish,largest_register_ffs,16,
place,port-buffer-count,16,
timing,fin_crit,1070,ps
yosys,ys.flops,16,
finish,top_regs,"LFSR: 16 flops",
grt,grt_antenna_before_repair,0,
die,chip_area,6400,sq um
clock_tree,cts_made_buffers,3,
power,power.leakage,0.339,nW
grt,grt_pass1_wl,1040,microns
finish,largest_register,"LFSR",
power,power,787,uW
worst_setup_path,path_max_fanout,2,
place,routabilityCongestion,0.687,
yosys,ys_cells,20,
clock_tree,clock_sinks,16,
clock_tree,cts_hold_buf,0,
hold_path,hp-class,"reg -> reg",
die,fp.dieW,80,microns
timing,rsz0062_at_grt,"false",
clock_tree,cts-root-buf,"clkbuf_4",
## metal layers
layer	up-vias	global-route usage, %	routed length [microns]
met1	97	2.31	310
met5	-	0	0
li1	105	-	-
met3	2	2.73	152
met2	15	2.81	247
met4	0	0.176	6
## repair_timing
item                       in CTS  in global routing
buffers inserted                4                  0
setup endpoints to repair      16                  0
gates resized                  32                  0
## power by group
| group | leakage [nW] | internal (mW) | total (mW) | switching, mW |
|---|---|---|---|---|
| Combinational | 0.188 | 0 | 0.000000188 | 0 |
| Clock | 0.0138 | 0.116 | 0.258 | 0.142 |
| Sequential | 0.137 | 0.530 | 0.530 | 0 |
| Total | 0.339 | 0.646 | 0.787 | 0.142 |
## Yosys cell counts
cell type,number
xor2_1,3
buf_4,1
dfxtp_1,16
## stage by stage
stage               std cells  instance area, sq um  hold WS (ps)  utilization, %
finish                     89                   624           348            18.3
floorplan                  20                   354           310               -
detailed placement         82                   572           335            16.7
global placement           82                   572           334            16.7
global route               89                   624           356            18.3
CTS                        89                   624           351            18.3
## worst paths after layout
| check | start | slack (ps) | end | depth (start not counted) |
|---|---|---|---|---|
| max | LFSR[2] | 130 | q[2] | 1 |
| min | LFSR[13] | 350 | LFSR[14] | 0 |
| max reg2reg | LFSR[15] | 360 | LFSR[2] | 3 |
| min reg2reg | LFSR[13] | 350 | LFSR[14] | 0 |
## placed cells by master, fill, tap and decap left out
| cell type | n |
|---|---|
| buf_4 | 5 |
| dfxtp_2 | 16 |
| clkbuf_4 | 3 |
| xor2_1 | 3 |
| dlygate4sd2_1 | 16 |
## area by class of cell
class,instances,area share (%)
sequential,16,54.5
multi-input combinational,3,4.21
timing repair buffer,21,28.5
clock buffer,3,3.61
tap,46,9.22
## cells by family (layout without fill, tap and decap cells)
kind of cell | count (synthesis) | in the layout | synth area share, %
flip-flops | 16 | 16 | 90.5
XOR/XNOR | 3 | 3 | 7.42
buffers and inverters | 1 | 24 | 2.12
Power figures rest on the tool's default switching activity, not on a simulated workload.
